`./design.v`:
```
module comparator (
    input [3:0] A,          
    input [3:0] B,          
    input clk,              
    input rst,              
    input en,               
    output A_greater_B,     
    output A_equal_B,       
    output A_less_B         
);
    wire [3:0] reg_A, reg_B; 
    register reg1 (.D(A), .clk(clk), .rst(rst), .en(en), .Q(reg_A));
    register reg2 (.D(B), .clk(clk), .rst(rst), .en(en), .Q(reg_B));
    assign A_greater_B = (reg_A > reg_B);
    assign A_equal_B = (reg_A == reg_B);
    assign A_less_B = (reg_A < reg_B);
endmodule
module d_flip_flop (
    input D,      
    input clk,    
    input rst,    
    input en,     
    output reg Q  
);
    always @(posedge clk or posedge rst) begin
        if (rst)
            Q <= 1'b0;       
        else if (en)
            Q <= D;          
    end
endmodule
module register (
    input [3:0] D,      
    input clk,          
    input rst,          
    input en,           
    output [3:0] Q      
);
    d_flip_flop ff0 (.D(D[0]), .clk(clk), .rst(rst), .en(en), .Q(Q[0]));
    d_flip_flop ff1 (.D(D[1]), .clk(clk), .rst(rst), .en(en), .Q(Q[1]));
    d_flip_flop ff2 (.D(D[2]), .clk(clk), .rst(rst), .en(en), .Q(Q[2]));
    d_flip_flop ff3 (.D(D[3]), .clk(clk), .rst(rst), .en(en), .Q(Q[3]));
endmodule
```
`./run.sh`:
```
#!/bin/bash
# OpenROAD 26Q1-2900-gdf79404cd8, Yosys 0.63+post, stock flow scripts
make -C /OpenROAD-flow-scripts/flow DESIGN_CONFIG=/design/flow/config.mk WORK_HOME=/design/flow/orfs finish
```
`./config.mk`:
```
export PLATFORM = sky130hd
export DESIGN_NAME = comparator
export DESIGN_NICKNAME = comparator
export VERILOG_FILES = /design/flow/design.v
export SDC_FILE = /design/flow/constraint.sdc
export NUM_CORES = 4
export LEC_CHECK = 1
export CORE_AREA = 10 10 75 75
export DIE_AREA = 0 0 85 85
```
`./constraint.sdc`:
```
current_design comparator

set clk_period 3.1
set clk_io_pct 0.2

create_clock -name clk0 -period $clk_period [get_ports {clk}]

set non_clock_inputs [all_inputs -no_clocks]
set_input_delay [expr $clk_period * $clk_io_pct] -clock clk0 $non_clock_inputs
set_output_delay [expr $clk_period * $clk_io_pct] -clock clk0 [all_outputs]
```
==> ci_impl_report.md <==
### Flow metrics

| Metric | Value |
|---|---|
| Die Size | about 7200 µm² |
| Place WS | about 940 ps |
| Layout cell share with drive strength beyond 1 | around an eighth |
| P per Cell Area | 485.1 nW/µm² |
| Total gr overflow | 0 |
| Setup bufs post-CTS | 0 |
| Die Width | around 85 µm |
| Mean Syn Cell Area | roughly 11 µm² |
| Final setup fails | 0 |
| Num rows | 23 |
| Clock Sinks | 8 |
| Critical Path Source Type | register |
| R2r setup slk | between 2000 and 2500 ps |
| Status | finished, final reports clean |
| Crit path kind | register to output port |
| I/O Buffers | 13 |
| Maxcap violations | 0 |
| Gpl congestion | 0.6967 |
| Num ports | 14 |
| # resized after CTS | 0 |
| Clk latency late pin | approximately 220 ps |
| Via density per instance | 2.883 |
| Post-synth top cells | dfrtp_1 (8), nand2_1 (6), inv_1 (5) |
| TritonRoute pass-1 iters | 4 |
| Reg2reg start | reg1.ff2.Q |
| Fill count | between 400 and 500 |
| Period utilization | between 70 and 80% |
| Crit Reg-Reg Endpoint | reg1.ff2.Q |
| Maximum VDD drop | ~81 µV |
| Slew HR | 71.20% |
| Maximum clock path buffer count | 2 |
| Slew @ Worst Pin | roughly 430 ps |
| Asr flop ratio synth | 100.0% |
| Remaining routing DRC violations | 0 |
| Hold Vio Cnt, Final | 0 |
| H-tree levels | 1 |
| Final Instance Area | 631.9 µm² |
| Largest net degree at the start of global routing | 13 |
| OpenROAD warnings | 25 |
| Post-route minimum period | between 2000 and 2500 ps |
| Total Wirelength | 954 µm |
| Area Overhead vs Synth | 54.43% |
| Clock Skew | 0 ps |
| Post-Syn Area | between 400 and 500 µm² |
| Hold crit path type | register to register |
| Yosys cell count | 38 |
| Placed cell area | 590.6 µm² |
| Final Worst Setup Slack | about 710 ps |
| FP Core Util | 10.08% |
| Area contributors post-synth | dfrtp_1 (49%), ha_1 (12%), mux2_4 (7.3%) |
| Final Max Tran Viols | 0 |
| Synth unique cells | 13 |
| Drt wl/cell | just over 9 µm |
| Hold_buf cts | 0 |
| Flops after synth | 8 |
| R2R cell count | 1 |
| Synth area leader | dfrtp_1 |
| Dominant register cell | dfrtp_1 |
| ANT cells | 0 |
| CTS buffer count | 3 |
| Static leakage | 0.2770 nW |
| Post-synth EDFFs | 0 |
| Initial antenna violation count | 0 |
| Core Footprint | 4058 µm² |
| Top cell area share | slightly below 50% |
| Antenna Nets Post-Route | 0 |
| Critical path origin | reg1.ff1.Q |
| Peak Freq | 419.1 MHz |
| Worst-path fanout max | 2 |
| Critical Path RT | between 2000 and 2500 ps |
| CTS root buffer | clkbuf_8 |
| Number of global-route vias before repair | ~330 |
| Clock transition at the registers of the reported paths | 40 ps |
| Via count | 297 |
| Setup crit end | A_less_B |
| Crit. End Element | output port |
| Cell count after synthesis | 38 |
| Die Y | 85 µm |
| First-pass GRT wire length | between 1.5 and 2 mm |
| TNS Setup | 0 ps |
| RSZ-0062 raised after global routing | false |
| Detailed Route Iter0 Violations | 2 |
| CP arrival | 1770 ps |
| Seq share, synth | between 40% and 50% |
| Yosys top cell by instances | dfrtp_1 |
| Tot GR Track Use | under 10% |
| Yosys warnings | 1 |
| Yosys stat area | 409.1 µm² |
| CTS tree | done |
| Final Power | 306.5 µW |
logic make-up after synthesis:
group                    after synthesis  share of synthesized area, %
AND/OR/NAND/NOR                        9                         9.481
multiplexers                           4                         12.84
AND-OR/OR-AND                          7                         9.175
buffers and inverters                  6                         7.340
flip-flops                             8                         48.93
adder cells (fa/ha/maj)                4                         12.23
flip-flops by register name (all words and copies together) (netlist names):
signal / cells
reg1.ff2.Q: 1
reg2.ff2.Q: 1
reg2.ff1.Q: 1
reg2.ff3.Q: 1
reg1.ff1.Q: 1
reg1.ff3.Q: 1
reg2.ff0.Q: 1
reg1.ff0.Q: 1
per-stage QoR:
step,hold slack [ps],instances,util (%)
5_1_grt,540.8,103,15.57
4_1_cts,516.6,103,15.57
2_1_floorplan,435.7,38,-
6_report,510.6,103,15.57
3_3_place_gp,500.2,100,14.55
3_5_place_dp,505.2,100,14.55
per-layer routing:
layer  part of all wire [%]  global-route usage [%]
met5                      0                       0
met4                      0                  0.7485
met3                     12                   2.023
met2                     47                   4.155
met1                     41                   2.903
layout make-up:
| type | count | area, µm² | area share [%] |
|---|---|---|---|
| Clock buffer | 3 | 41.29 | 6.535 |
| Inverter | 5 | 18.77 | 2.970 |
| Multi-Input combinational cell | 24 | 178.9 | 28.32 |
| Sequential cell | 8 | 200.2 | 31.68 |
| Tap cell | 50 | 62.56 | 9.901 |
| Timing Repair Buffer | 13 | 130.1 | 20.59 |
where the power goes:
| group | switching [mW] | leakage [nW] | internal [mW] |
|---|---|---|---|
| sequential | 0.00396 | 0.0953 | 0.115 |
| clock | 0.0367 | 0.0216 | 0.0837 |
| combinational | 0.0242 | 0.160 | 0.0431 |
| total | 0.0648 | 0.277 | 0.242 |
worst max-delay path, stage by stage (launching register included):
cell,delay [ps]
dfrtp_1,370
ha_1,300
nor2b_1,130
o21bai_1,140
and2_1,140
clkdlybuf4s50_1,470
how the worst min path moves through the flow:
stage	from	end	slack (ps)	cells after the start
CTS	reg1.ff1.Q	reg1.ff1.Q	520	1
global route	reg1.ff3.Q	reg1.ff3.Q	540	1
finish	reg1.ff1.Q	reg1.ff1.Q	510	1
cells in the final DEF, fill, tap and decap left out, drive strengths merged:
cell type / netlist / layout
inv: 5 / 5
ha: 4 / 4
nand2: 6 / 6
o21bai: 1 / 1
nor2b: 1 / 1
nor2: 1 / 1
clkdlybuf4s50: 0 / 13
a21oi: 2 / 2
clkbuf: 0 / 3
dfrtp: 8 / 8
mux2: 4 / 4
and2: 1 / 1
o21ai: 4 / 4
No activity file was given, so power comes from the tool's default toggle rates.

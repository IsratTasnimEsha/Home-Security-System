$ cat flow/run.sh
#!/bin/bash
# OpenROAD 26Q1-2900-gdf79404cd8, Yosys 0.63+post, stock flow scripts
make -C /OpenROAD-flow-scripts/flow DESIGN_CONFIG=/design/flow/config.mk WORK_HOME=/design/flow/orfs finish
$ cat flow/config.mk
export PLATFORM = sky130hd
export DESIGN_NAME = control
export DESIGN_NICKNAME = control
export VERILOG_FILES = /design/flow/design.v
export SDC_FILE = /design/flow/constraint.sdc
export NUM_CORES = 4
export LEC_CHECK = 1
export CORE_AREA = 10 10 70 70
export DIE_AREA = 0 0 80 80
$ cat flow/constraint.sdc
current_design control

set clk_period 2.7
set clk_io_pct 0.2

create_clock -name clk0 -period $clk_period [get_ports {clk}]

set non_clock_inputs [all_inputs -no_clocks]
set_input_delay [expr $clk_period * $clk_io_pct] -clock clk0 $non_clock_inputs
set_output_delay [expr $clk_period * $clk_io_pct] -clock clk0 [all_outputs]
$ cat flow/design.v
module control (
    input clk, reset, load,  
    input p, f, d, pm, ptl, dtl, tl, pt, pp, rh,
    output reg t0, t1, t2, t3, t4, t5, t6, t7, t8, t9, t10, t11, t12, t13
);
    wire [3:0] state;  
    wire D3, D2, D1, D0; 
    assign D3 = (load && (t0&f | t0&d | t8&~pt | t8&pt | t10&~pp | t10&~tl | t10&tl&pp | t11 | t12&~rh | t12&rh));
    assign D2 = (load && (t2&pm | t3 | t5 | t6&~dtl | t6&dtl | t7 | t9 | t11 | t12&~rh | t12&rh | t13));
    assign D1 = (load && (t0&d | t1 | t2&~pm&~ptl | t2&ptl | t5 | t6&~dtl | t6&dtl | t10&~pp | t10&~tl | t10&tl&pp));
    assign D0 = (load && (t0&p | t2&ptl | t2&pm | t6&dtl | t8&pt | t10&tl&pp | t12&rh));
    register reg_state (
        .D({D3, D2, D1, D0}),  
        .clk(clk),             
        .rst(reset),           
        .en(1'b1),             
        .Q(state)              
    );
    always @(*) begin
        {t13, t12, t11, t10, t9, t8, t7, t6, t5, t4, t3, t2, t1, t0} = 13'b0;
        case (state)  
            4'b0000: t0 = 1;    
            4'b0001: t1 = 1;    
            4'b0010: t2 = 1;    
            4'b0011: t3 = 1;    
            4'b0100: t4 = 1;    
            4'b0101: t5 = 1;    
            4'b0110: t6 = 1;    
            4'b0111: t7 = 1;    
            4'b1000: t8 = 1;    
            4'b1001: t9 = 1;    
            4'b1010: t10 = 1;   
            4'b1011: t11 = 1;   
            4'b1100: t12 = 1;   
			4'b1101: t13 = 1;   
            default: ;          
        endcase
    end
endmodule
module d_flip_flop (
    input D,      
    input clk,    
    input rst,    
    input en,     
    output reg Q  
);
    always @(posedge clk or posedge rst) begin
        if (rst)
            Q <= 1'b0;       
        else if (en)
            Q <= D;          
    end
endmodule
module register (
    input [3:0] D,      
    input clk,          
    input rst,          
    input en,           
    output [3:0] Q      
);
    d_flip_flop ff0 (.D(D[0]), .clk(clk), .rst(rst), .en(en), .Q(Q[0]));
    d_flip_flop ff1 (.D(D[1]), .clk(clk), .rst(rst), .en(en), .Q(Q[1]));
    d_flip_flop ff2 (.D(D[2]), .clk(clk), .rst(rst), .en(en), .Q(Q[2]));
    d_flip_flop ff3 (.D(D[3]), .clk(clk), .rst(rst), .en(en), .Q(Q[3]));
endmodule
==> flow_summary_export.csv <==
group,metric,value,unit
critical_path,reg2reg_to,"reg_state.ff0.Q$_DFF_PP0_",
critical_path,r2r_start,"reg_state.ff1.Q$_DFF_PP0_",
critical_path,critPathCapture,"t10",
logic_synthesis,yosys_warnings,2,
power,pwr-share-clk,0.153,
drt,drc_errors,0,
drt,vias_per_cell,3.715,
floorplanning,ios,27,
finish,final_util,0.2059,
power,ir_drop,0.0001215,V
clock_network,insertion_delay,0.23,ns
power,p_sw,0.1879,mW
final_timing,worst_slew_pin_slew,0.4313,ns
floorplanning,die_area,6400,um2
power,p_seq_frac,0.296,
global_routing,grt_pass1_wl,2173,um
floorplanning,rows,21,
final_timing,min_period,2.252,ns
critical_path,critical_path_required,2.16,ns
floorplanning,fp_util,0.1172,
logic_synthesis,syn_avg_cell_area,6.673,um2
flow_run,maxCapViolations,0,
global_routing,antenna_found_initial,0,
drt,n_antenna_cell,0,
final_timing,hold_viol,0,
drt,num_vias,483,
global_routing,grt_max_degree,17,
final_timing,finalCritPeriodShare,0.8340,
critical_path,cp-start-kind,"flip-flop",
final_timing,finalMaxSlewViolations,0,
global_routing,grt_pass1_vias,480,
global_routing,grtUsageTotal,0.04083,
clock_network,cts_buffers,3,
placed_design,hpwl,1237,um
final_timing,worst_slack,0.4483,ns
final_timing,rsz0062_at_grt,"false",
placed_design,dp.cells,127,
finish,stdcell_count,130,
final_timing,whs,0.4934,ns
hold_path,hold_class,"input port to async pin",
floorplanning,fp.coreArea,3416,um2
placed_design,pre_cts_ws,0.6794,ns
logic_synthesis,async_flop_share,1.000,
final_timing,relSlewSlack,0.7125,
logic_synthesis,netlist_area,400.4,um2
clock_network,cts_root_buf,"clkbuf_4",
critical_path,end_kind,"output port",
clock_network,postCtsResizedCells,0,
final_timing,finClkSkew,0.001466,ns
power,p_comb_frac,0.551,
final_timing,final-setup-viol-count,0,
critical_path,crit_arrival,1.71,ns
placed_design,dpl_cell_area,680.7,um2
drt,drt-initial-drc-count,46,
logic_synthesis,edf_count,0,
critical_path,crit_fanout,16,
finish,area.growth.synth_to_final,75.62,%
final_timing,tns,0,ns
clock_network,clk_pin_slew,0.04,ns
power,total_power,0.4709,mW
drt,route.antenna.remaining_nets,0,
placed_design,io_buffers,26,
critical_path,reg2reg_depth,4,
critical_path,crit_start,"reg_state.ff1.Q$_DFF_PP0_",
placed_design,gp_congestion,0.8176,
flow_run,warnings,25,
power,swShare,0.3991,
final_timing,max_freq,444.1,MHz
logic_synthesis,synth_cells,60,
critical_path,worstSetupPathType,"flip-flop to output port",
clock_network,cts_tree,"built",
logic_synthesis,ys_chip_area,400.4,um2
global_routing,grt_overflow,0,
power,p_per_area,669.7,nW/um2
logic_synthesis,ys_types,22,
clock_network,ctsHoldBuffers,0,
logic_synthesis,synth_flops,4,
logic_synthesis,flop_cell,"dfrtp_1",
logic_synthesis,seq_area_frac_synth,0.2500,
power,leakagePower,0.2541,nW
power,cell_internal_pwr,0.2830,mW
clock_network,cts_buffer_depth,2,
clock_network,h-tree-depth,1,
drt,drt_pass1_iterations,4,
floorplanning,die_y,80,um
finish,design_area,703.2,um2
run_status,run_status,"complete, no violations",
drt,detail_route.wl_per_cell,10.79,um
logic_synthesis,yosys_cells,60,
clock_network,cts_setup_buffers,0,
clock_network,cts.sink_count,4,
drt,wl,1403,um
finish,drive_gt1_frac,0.05952,
floorplanning,die_x,80,um
critical_path,ff2ff_setup_slack,1.35,ns
## cells in the final DEF, fill, tap and decap left out, types with 2 or more instances in the layout
cell,count
a21oi_1,2
clkbuf_4,3
clkdlybuf4s50_1,26
dfrtp_1,4
inv_1,3
nand2_1,6
nand2b_1,6
nor2_1,14
nor3_1,5
o21ai_1,2
o32ai_1,2
## worst max-delay path, cell delays in order, from the launching register on
cell,delay [ns]
dfrtp_1,0.60
nand2b_1,0.20
nor2_1,0.19
clkdlybuf4s50_1,0.49
## worst min path at each step
stage | endpoint | depth (start not counted) | start
after global routing | reg_state.ff0.Q$_DFF_PP0_ | 2 | reset
final | reg_state.ff0.Q$_DFF_PP0_ | 2 | reset
after CTS | reg_state.ff0.Q$_DFF_PP0_ | 2 | reset
## logic make-up after synthesis
family,count (synthesis),synth area share
AND/OR/NAND/NOR,35,0.4156
AND-OR/OR-AND,11,0.1782
buffers and inverters,9,0.1312
flip-flops,4,0.2500
multiplexers,1,0.02500
## synth_stat cells, drive strengths merged (2+ instances only)
cell	number	share of area
nor2	15	0.16
nand2	6	0.056
nand2b	6	0.094
buf	5	0.094
nor3	5	0.062
dfrtp	4	0.25
inv	4	0.037
o21ai	3	0.037
a21oi	2	0.025
o32ai	2	0.044
## layout make-up
class                      instances  area, um2
tap                               46      57.56
clock buffer                       3      22.52
multi-input combinational         47      247.7
fill                             393       2713
inverter                           4      15.01
timing repair buffer              26      260.3
sequential                         4      100.1
## power groups by stage
stage	registers, mW	clock network (mW)	logic, mW
CTS	0.138	0.0776	0.264
global route	0.149	0.0842	0.286
finish	0.139	0.0721	0.259
## flip-flops by register name, indices dropped and copies added, names as in the netlist
| register | flops |
|---|---|
| reg_state.ff2.Q | 1 |
| reg_state.ff1.Q | 1 |
| reg_state.ff0.Q | 1 |
| reg_state.ff3.Q | 1 |
## routing by layer
| layer | vias to the layer above | global-route usage | wire [um] |
|---|---|---|---|
| met3 | 2 | 0.01591 | 159 |
| li1 | 250 | - | - |
| met4 | 0 | 0.01408 | 27 |
| met1 | 211 | 0.04743 | 581 |
| met2 | 20 | 0.06661 | 635 |
| met5 | - | 0 | 0 |
Power and IR drop assume default switching activity.
